$ cat flow/design.v
module clock_divider (clock, reset, divided_clocks);
	input logic reset, clock;
	output logic [31:0] divided_clocks = 0;  
	always_ff @(posedge clock) begin
		if (reset)
			divided_clocks <= '0;
		else
			divided_clocks <= divided_clocks + 1;
	end
endmodule
$ cat flow/run.sh
#!/bin/bash
# OpenROAD 26Q1-2900-gdf79404cd8, Yosys 0.63+post, stock flow scripts
make -C /OpenROAD-flow-scripts/flow DESIGN_CONFIG=/design/flow/config.mk WORK_HOME=/design/flow/orfs finish
$ cat flow/config.mk
export PLATFORM = sky130hd
export DESIGN_NAME = clock_divider
export DESIGN_NICKNAME = clock_divider
export VERILOG_FILES = /design/flow/design.v
export SDC_FILE = /design/flow/constraint.sdc
export NUM_CORES = 4
export LEC_CHECK = 1
export CORE_AREA = 10 10 93 93
export DIE_AREA = 0 0 103 103
$ cat flow/constraint.sdc
current_design clock_divider

set clk_period 6.5
set clk_io_pct 0.2

create_clock -name clk0 -period $clk_period [get_ports {clock}]

set non_clock_inputs [all_inputs -no_clocks]
set_input_delay [expr $clk_period * $clk_io_pct] -clock clk0 $non_clock_inputs
set_output_delay [expr $clk_period * $clk_io_pct] -clock clk0 [all_outputs]
==> impl_metrics.env <==
# flow metrics
export IMPL_run_status="completed"
export IMPL_cts_tree="done"
export IMPL_end_kind="primary output"
export IMPL_worstSkewPairLatency_ps=280
export IMPL_globalRoute_totalOverflow=0
export IMPL_power_per_cell_area_nw_per_um2=188
export IMPL_regToRegSetupSlack_ps=4180
export IMPL_avgSynthCellArea_sq_um=8.78
export IMPL_dp_cells=273
export IMPL_yosys_area_top_type="dfxtp_1"
export IMPL_max_slew_worst_pin_slew_ps=542
export IMPL_p_leak_nw=0.573
export IMPL_track_usage_pct=7.17
export IMPL_yosysCellCount=168
export IMPL_postCtsSetupRepairBufs=0
export IMPL_chipArea_sq_um=10600
export IMPL_max_freq_ghz=0.392
export IMPL_drt_total_wl_um=3590
export IMPL_ant_nets=0
export IMPL_reg2reg_to="divided_clocks[21]$_SDFF_PP0_"
export IMPL_yosys_stat_seqShare_pct=43.4
export IMPL_row_count=30
export IMPL_clock_sinks=32
export IMPL_boundaryPins=34
export IMPL_post_cts_resized=0
export IMPL_setup_violations=0
export IMPL_fp_coreArea_sq_um=6760
export IMPL_critical_path_max_fanout=6
export IMPL_stages_on_worst_setup_path=1
export IMPL_fillerInstances=711
export IMPL_slowest_delay_ps=520
export IMPL_drive_gt1_share_pct=6.47
export IMPL_final_min_clock_period_ps=2550
export IMPL_die_h_um=103
export IMPL_crit_path_max_delay_family="buffers and inverters"
export IMPL_antenna_violations_before_repair=0
export IMPL_clkTransAtPathRegs_ps=60
export IMPL_worst_setup_path_type="reg -> out"
export IMPL_die_x_um=103
export IMPL_log_warning_count=25
export IMPL_tritoncts_num_buffers=5
export IMPL_antenna_cells_inserted=0
export IMPL_hold_buffers=0
export IMPL_finClkSkew_ps=3.44
export IMPL_grt_start_max_net_pins=37
export IMPL_initial_core_util_pct=21.8
export IMPL_postSynthCellCount=168
export IMPL_worst_setup_path_start_kind="register"
export IMPL_detailedPlacementHpwl_um=2490
export IMPL_min_delay_path_depth=1
export IMPL_dr_total_vias=1321
export IMPL_worst_ep_arrival_time_ps=1250
export IMPL_cts_htree_levels=2
export IMPL_place_congestion=0.761
export IMPL_max_cap_violations=0
export IMPL_min_delay_worst_endpoint="divided_clocks[0]$_SDFF_PP0_"
export IMPL_layout_worst_path_cycle_share_pct=39.3
export IMPL_port_buffer_count=33
export IMPL_maximum_clock_path_buffer_count=2
export IMPL_layout_area_overhead_vs_synth_pct=32.2
export IMPL_yosys_warning_total=1
export IMPL_worst_hold_path_type="reg -> reg"
export IMPL_post_route_util_pct=28.9
export IMPL_ys_top_cells_by_area="dfxtp_1, or4_1, a21oi_1, o31ai_1, nor2_1"
export IMPL_first_pass_grt_wire_length_um=6240
export IMPL_path_cells="clkdlybuf4s50_1"
export IMPL_synth_top_cell_area_share_pct=43.4
export IMPL_cp_num_buf_inv=1
export IMPL_crit_path_top_delay_cell="clkdlybuf4s50_1"
export IMPL_synth_flops=32
export IMPL_hold_viol_final=0
export IMPL_grt_pass1_vias=1335
export IMPL_largest_reg_flops=32
export IMPL_registers_top_by_ff_count="divided_clocks"
export IMPL_cts_root_cell="clkbuf_8"
export IMPL_layout_top_registers="divided_clocks x32"
export IMPL_wl_per_cell_um=12.8
export IMPL_critical_path_required_ps=5200
export IMPL_ys_area_sq_um=1480
export IMPL_r2r_start="divided_clocks[2]$_SDFF_PP0_"
export IMPL_timing_final_max_slew_violations=0
export IMPL_max_slew_margin_rel_pct=63.8
export IMPL_drt_pre_antenna_iters=4
export IMPL_timing_setup_tns_ps=0
export IMPL_worst_r2r_cell_count=4
export IMPL_ir_drop_uv=59.2
export IMPL_detail_route_drc_violations=0
export IMPL_post_drt_via_cell_ratio=4.70
export IMPL_drtIter0Drc=137
export IMPL_synthesis_area_sq_um=1480
export IMPL_synthDistinctLibCells=29
export IMPL_rsz0062_at_grt="no"
export IMPL_holdCritStartpoint="divided_clocks[0]$_SDFF_PP0_"
export IMPL_final_cell_count_without_fillers=281
==> cells in the mapped netlist <==
library cell / n
buf_6: 2
mux2_1: 1
a21oi_1: 17
and4_1: 2
or3_1: 6
inv_1: 5
nand4_1: 5
or4_1: 12
nor2b_1: 5
buf_2: 3
nor2_1: 14
xor2_1: 4
xnor2_1: 5
nand3_1: 8
mux2_2: 3
nand3_2: 1
nor4_1: 3
o21ai_0: 6
nor3b_1: 1
or3b_1: 1
nand2_1: 11
or4b_1: 1
or4_4: 1
and4_4: 1
ha_1: 1
o31ai_1: 11
nor3_1: 2
dfxtp_1: 32
clkbuf_1: 4
==> worst max path at each step <==
stage	startpoint	endpoint
4_1_cts	divided_clocks[2]$_SDFF_PP0_	divided_clocks[2]
5_1_grt	divided_clocks[2]$_SDFF_PP0_	divided_clocks[2]
6_report	divided_clocks[2]$_SDFF_PP0_	divided_clocks[2]
==> per-stage QoR <==
step                instance area (sq um)  hold slack, ps  total power, mW  worst slack, ps
finish                               1950             475            0.366             3950
global route                         1950             503            0.382             3880
CTS                                  1950             482            0.372             3920
detailed placement                   1860             470            0.215             3910
global placement                     1860             460            0.215             3910
floorplan                            1480             430            0.209             4190
==> kinds of logic after synthesis <==
family / count (synthesis) / synth area share [%]
muxes: 4 / 3.05
adders and majority gates: 1 / 0.848
buffers and inverters: 14 / 4.83
and+or+nand+nor: 74 / 29.1
xor gates and xnor gates: 9 / 5.34
AOI/OAI and AO/OA: 34 / 13.4
DFF: 32 / 43.4
==> cell type report <==
cell class | instances | area (sq um) | share of cell area, %
Clock buffer | 8 | 90.1 | 4.62
Inverter | 5 | 18.8 | 0.962
Multi-Input combinational cell | 122 | 763 | 39.1
Sequential cell | 32 | 641 | 32.8
Tap cell | 80 | 100 | 5.13
Timing Repair Buffer | 34 | 338 | 17.3
==> where the power goes <==
| part | switching [mW] | internal, mW | leakage (nW) | total (mW) |
|---|---|---|---|---|
| combinational | 0.00540 | 0.00512 | 0.269 | 0.0105 |
| clock | 0.0693 | 0.0863 | 0.0455 | 0.156 |
| sequential | 0.00206 | 0.198 | 0.258 | 0.200 |
==> placed cells by master (no fill, tap or decap), types with 4 or more instances in the layout <==
cell             netlist  routed
clkdlybuf4s50_1        0      33
dfxtp_1               32      32
a21oi_1               17      17
nor2_1                14      14
or4_1                 12      12
nand2_1               11      11
o31ai_1               11      11
nand3_1                8       8
o21ai_0                6       6
or3_1                  6       6
clkbuf_8               0       6
inv_1                  5       5
nand4_1                5       5
nor2b_1                5       5
xnor2_1                5       5
xor2_1                 4       4
==> layer usage <==
| metal | wire length [um] | up-vias | GRT usage [%] |
|---|---|---|---|
| met5 | 0 | - | 0 |
| met3 | 353 | 2 | 2.98 |
| met4 | 16 | 0 | 0.856 |
| met1 | 1650 | 610 | 9.43 |
| li1 | - | 682 | - |
| met2 | 1570 | 27 | 11.1 |
Power figures rest on the tool's default switching activity, not on a simulated workload.
